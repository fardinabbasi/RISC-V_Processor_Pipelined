--- design/flow/design.v ---
module WD3_mux (input  [31:0] PCPlus4D,ResultW,input WD3_SrcD,output [31:0] OUTWD3);
     assign OUTWD3 = WD3_SrcD ? PCPlus4D:ResultW;
endmodule
--- design/flow/run.sh ---
#!/bin/bash
# OpenROAD 26Q1-2900-gdf79404cd8, Yosys 0.63+post, stock flow scripts
make -C /OpenROAD-flow-scripts/flow DESIGN_CONFIG=/design/flow/config.mk WORK_HOME=/design/flow/orfs finish
--- design/flow/config.mk ---
export PLATFORM = sky130hd
export DESIGN_NAME = WD3_mux
export DESIGN_NICKNAME = WD3_mux
export VERILOG_FILES = /design/flow/design.v
export SDC_FILE = /design/flow/constraint.sdc
export NUM_CORES = 4
export LEC_CHECK = 1
export CORE_AREA = 10 10 70 70
export DIE_AREA = 0 0 80 80
--- design/flow/constraint.sdc ---
current_design WD3_mux

set clk_period 1.0
set clk_io_pct 0.2

create_clock -name clk0 -period $clk_period

set non_clock_inputs [all_inputs -no_clocks]
set_input_delay [expr $clk_period * $clk_io_pct] -clock clk0 $non_clock_inputs
set_output_delay [expr $clk_period * $clk_io_pct] -clock clk0 [all_outputs]
==> flow_summary.json <==
{
  "status": "complete, but fails checks",
  "violations": "setup timing",
  "detail-route-antenna-nets": 0,
  "grt_pass1_wl_mm": 4.11,
  "ys_area_um2": 544,
  "power.total_uw": 633,
  "design.die.area_um2": 6400,
  "core_um2": 3420,
  "end_kind": "output pin",
  "warnings": 34,
  "drive_gt1_frac": 0.549,
  "grt_setup_unrepaired": "true",
  "placed_cell_area_um2": 1540,
  "drcViolationCount": 0,
  "pre_cts_ws_ns": -0.496,
  "area_leaders": "mux2_4 (83%), buf_12 (11%), mux2_2 (4.1%)",
  "synthCells": 36,
  "yosys.area.top_type": "mux2_4",
  "routedWlPerCell_um": 14.5,
  "ys_seq_share": 0,
  "hold_viol_final": 0,
  "switchingPower_uw": 135,
  "hp-class": "in -> out",
  "power_density_nw_per_um2": 390,
  "power.share.sequential": 0,
  "grt.overflow.total": 0,
  "p_int_uw": 498,
  "worst_pin_slew_ns": 0.0783,
  "antenna_found_initial": 0,
  "grt_use_met3": 0.0273,
  "drv_cap": 0,
  "period_used_share": 1.17,
  "setup.worst_path.class": "in -> out",
  "setup_viol": 32,
  "viasPerCell": 3.69,
  "comb_power_share": 1.000,
  "flop-count": 0,
  "globalRouteMet1Util": 0.0910,
  "max_freq_mhz": 852,
  "hold_slack_ns": 0.691,
  "utilization": 0.475,
  "synth_cell_types": 4,
  "use_met2": 0.141,
  "drt_pass1_iterations": 2,
  "syn_area_um2": 544,
  "synth_area_per_cell_um2": 15.1,
  "grtUsageTotal": 0.0780,
  "ios": 97,
  "drt-total-wl_mm": 2.73,
  "crit_path_max_fanout": 7,
  "ys_cells": 36,
  "port_buffers": 97,
  "die_w_um": 80,
  "grt_pass1_vias": 763,
  "crit_required_ns": 0.80,
  "synth_warnings": 0,
  "gp_congestion": 0.759,
  "synthDominantCellAreaShare": 0.828,
  "initCoreUtil": 0.159,
  "final_cell_area_um2": 1620,
  "p_sw_frac": 0.214,
  "fp.dieH_um": 80,
  "num_antenna_cells": 0,
  "pwr-share-clk": 0,
  "grt_max_degree": 8,
  "area_delta_synth_final_pct": 198,
  "fin_ws_ns": -0.173,
  "finalCriticalPeriod_ns": 1.17,
  "core.rowCount": 21,
  "cp.arrival_ns": 0.97,
  "slew_viol_final": 0,
  "slew_headroom": 0.948,
  "worst_ir_drop_vdd_v": 0.000182,
  "fillers": 327,
  "startpoint_type": "primary input",
  "vias": 693,
  "clkbuf_count": 0,
  "top_usage_layer": "met2",
  "dp_hpwl_mm": 2.46,
  "p_leak_uw": 0.000903,
  "flop_area_um2": 0,
  "drtIter0Drc": 2
}
## routing by layer
metal	part of all wire	vias up
met5	0	-
met4	0	0
met3	0.11	0
met2	0.51	51
met1	0.38	293
li1	-	349
## worst paths after layout
check / start / endpoint / slack [ns] / depth (start not counted)
max: WD3_SrcD / OUTWD3[30] / -0.17 / 5
min: PCPlus4D[21] / OUTWD3[21] / 0.69 / 3
## through the flow
step / setup TNS (ns) / std cells
2_1_floorplan: 0 / 36
3_3_place_gp: -15.32 / 178
3_5_place_dp: -15.35 / 178
4_1_cts: -4.91 / 189
5_1_grt: -5.03 / 188
6_report: -4.43 / 188
## cells in the mapped netlist
library cell,instances
mux2_4,30
mux2_2,2
buf_6,1
buf_12,3
## power groups by stage
stage	clock network (uW)	logic, uW	registers [uW]
after CTS	0	624	0
final	0	633	0
after global routing	0	678	0
## cell families (layout without fill, tap and decap cells)
group | Yosys count | after routing | synth area share
mux | 32 | 32 | 0.869
buf+inv | 4 | 110 | 0.131
## worst max-delay path, cell delays in order
cell    delay [ns]
buf_8         0.11
buf_12        0.13
buf_12        0.13
mux2_4        0.29
buf_6         0.11
## cell type report
| class | instances | area [um^2] | area share |
|---|---|---|---|
| multi-input combinational | 32 | 480 | 0.296 |
| tap | 46 | 57.6 | 0.0355 |
| timing repair buffer | 110 | 1080 | 0.668 |
## cell usage in the layout, fill, tap and decap left out
master	netlist	routed
clkdlybuf4s50_1	0	6
buf_4	0	3
dlymetal6s2s_1	0	5
buf_12	3	4
buf_6	1	27
buf_2	0	9
dlygate4sd2_1	0	53
mux2_4	30	32
buf_8	0	3
## timing repair
action	4_1_cts	5_1_grt
hold buffers	0	0
endpoints found under the setup margin	32	32
buffers inserted	11	0
gates resized	180	12
No activity file was given, so power comes from the tool's default toggle rates.
